$ cat ./constraint.sdc
current_design s1031449fulladder

set clk_period 1.0
set clk_io_pct 0.2

create_clock -name clk0 -period $clk_period

set non_clock_inputs [all_inputs -no_clocks]
set_input_delay [expr $clk_period * $clk_io_pct] -clock clk0 $non_clock_inputs
set_output_delay [expr $clk_period * $clk_io_pct] -clock clk0 [all_outputs]
$ cat ./design.v
module top (A , B, Cin, Sum,Cout);
input A,B,Cin;
output Sum,Cout;
assign Sum =Cin^(A^B);
assign Cout=Cin&(A^B)+A&B;
endmodule 
module s1031449fulladder(a,a1,a2,a3, b,b1,b2,b3, c, d,e,c1,c2,c3,d1,d2,d3);
input a, b,e,a1,a2,a3,b1,b2,b3;
output c, d,c1,c2,c3,d1,d2,d3;
top mod(a, b,e, c, d);
top mod1(a1, b1,d, c1, d1);
top mod2(a2, b2,d1, c2, d2);
top mod3(a3, b3,d2, c3, d3);
endmodule
$ cat ./run.sh
#!/bin/bash
# OpenROAD 26Q1-2900-gdf79404cd8, Yosys 0.63+post, stock flow scripts
make -C /OpenROAD-flow-scripts/flow DESIGN_CONFIG=/design/flow/config.mk WORK_HOME=/design/flow/orfs finish
$ cat ./config.mk
export PLATFORM = sky130hd
export DESIGN_NAME = s1031449fulladder
export DESIGN_NICKNAME = s1031449fulladder
export VERILOG_FILES = /design/flow/design.v
export SDC_FILE = /design/flow/constraint.sdc
export NUM_CORES = 4
export LEC_CHECK = 1
export CORE_AREA = 10 10 70 70
export DIE_AREA = 0 0 80 80
==> Slide: Implementation Results <==
Implementation Results

Route
  – Routed vias: 181
  – Post-route ant nets: 0
  – TritonRoute pass-1 iters: 2
  – N_diodes: 0
  – Drt total wl: approximately 690 microns
  – Drt wl/cell: between 8 and 9 microns
  – Avg Vias per Cell: between 2 and 2.5
  – DRC Markers: 0
  – 1st-iter DRT viols: 1

Worst setup path
  – CP peak stage delay: 0.19 ns
  – WP buf/inv: 4
  – Cells along the critical path: buf_8 > and4_4 > buf_6 > buf_6 > xnor2_2 > buf_2
  – Data arrival time of the worst path: 0.92 ns
  – Crit-path most repeated cell: buf_6
  – WS Path Type: in2out
  – CP required: 0.80 ns
  – CP Capture Type: primary output
  – Crit path max fanout: 2
  – CP max stage cell: and4_4
  – Crit path launch type: input pin
  – Worst path top cell family by delay: buffers and inverters

Final timing
  – Fmax: approximately 890 MHz
  – Rel. slew slack: 88.8%
  – Min Tclk post-route: 1.12 ns
  – Final hold vios: 0
  – Setup WS post-layout: -0.122 ns
  – Final Slew Violations: 0
  – Tightest Pin Transition: between 0.15 and 0.2 ns
  – Period Utilization, post-route: 112%
  – RSZ-0062 raised after global routing: yes
  – Final setup fails: 3

Synth
  – Cells after Synth: 12
  – Post-synth cell types: 5
  – Main logic family after synthesis: XOR/XNOR gates
  – Ys cells: 12
  – AO/OA Area Share: 0%
  – Mux share of post-synthesis cell area: 0%
  – Xor+xnor area frac: 68.3%
  – Post-synth seq share: 0%
  – Post-Syn Area: 103 sq um
  – Cell area leaders: xnor2_1, and4_4, and2_2, and3_2, and2_1
  – YS chip area: ~100 sq um
  – Synthesis Warnings: 0
  – Synth area leader: xnor2_1
  – Synth Area per Inst: between 8 and 9 sq um
  – Area leader share: 68.3%
  – Simple-Gate Area Share: 31.7%
  – Post-Synth Adder-Cell Area: 0%

Global routing
  – Total track usage: 2.04%
  – Initial antenna violation count: 0
  – GRT Residual Overflow: 0
  – Vias in the first global route: about 200
  – First-pass GRT wire length: 1040 microns
  – Largest net degree at the start of global routing: 5

Min path
  – Worst Min Path Start: b
  – Worst hold endpoint: c
  – HP Class: in2out
  – Hold-critical path depth: 4

Job
  – Tool warnings: 34
  – Max-cap viol count: 0

Placed design
  – Placed cell area: 353 sq um
  – GP Congestion: 0.588
  – IO Port Bufs: 17

Run status
  – Failing checks: negative setup slack
  – Status: finished, violations left

Finish
  – Final-layout clock buffer total: 0
  – Dominant logic cell types in the final layout: buf_6, buf_2, xnor2_2, buf_4, buf_8
  – Layout area overhead: 349%
  – Final Util: 13.5%
  – Register area: 0 sq um
  – Most frequent logic cell in the layout: buf_6
  – Fill cell count: 391
  – Layout cells sized above 1: 91.9%
  – Final instance area: 460 sq um
  – Seq_cells: 0

Power
  – Pwr/cell area: 394 nW/um^2
  – Leak: 0.207 nW
  – Peak VDD IR: 54.6 uV

Floorplan
  – Chip height: 80 microns
  – Num ports: 17
  – # rows: 21
  – Core Util at FP: 3.00%
  – Core ar.: 3420 sq um
  – Die width: 80 microns
  – Die area: 6400 sq um

CTS
  – Hold Buf Count CTS: 0
-- logic make-up (layout without fill, tap and decap cells) --
| group | count (synthesis) | in the layout |
|---|---|---|
| xor+xnor | 8 | 8 |
| simple gates | 4 | 4 |
| buf+inv | 0 | 25 |
-- layer usage --
| metal | vias to the layer above | share of wire (%) | global-route usage, % |
|---|---|---|---|
| li1 | 89 | - | - |
| met1 | 81 | 34 | 2.05 |
| met2 | 11 | 43 | 3.13 |
| met3 | 0 | 23 | 2.05 |
| met4 | 0 | 0 | 0 |
| met5 | - | 0 | 0 |
-- cells in the mapped netlist, drive strengths merged --
library cell	n
and4	1
and3	1
and2	2
xnor2	8
-- area by class of cell --
cell class,count,area [sq um],area share [%]
Timing Repair Buffer,25,229,49.7
Multi-Input combinational cell,12,174,37.8
Tap cell,46,57.6,12.5
-- repair_timing --
item | in CTS | in global routing
resized | 71 | 12
buffers inserted | 3 | 2
pin swaps | 11 | 5
setup endpoints to repair | 8 | 4
-- report_power, final --
part / leakage, nW / internal [mW] / switching [mW] / total [mW]
logic: 0.207 / 0.125 / 0.0564 / 0.181
registers: 0 / 0 / 0 / 0
clock network: 0 / 0 / 0 / 0
total: 0.207 / 0.125 / 0.0564 / 0.181
-- metrics by stage --
stage / hold slack, ns / setup slack [ns] / setup TNS (ns) / std cells / power, mW
final: 0.750 / -0.122 / -0.184 / 83 / 0.181
after global routing: 0.783 / -0.157 / -0.273 / 83 / 0.197
after CTS: 0.677 / -0.141 / -0.204 / 81 / 0.153
after detailed placement: 1.41 / -0.814 / -6.14 / 78 / 0.154
after global placement: 1.41 / -0.794 / -5.99 / 78 / 0.153
after floorplan: 0.431 / 0.298 / 0 / 12 / 0.0373
-- worst max path at each step --
stage | from | to | slack, ns | depth (start not counted)
after CTS | e | c3 | -0.14 | 6
after global routing | b2 | c3 | -0.16 | 6
final | b2 | c3 | -0.12 | 6
Power and IR drop assume default switching activity.
